`design/flow/design.v`:
```
module vga(input clk,
	   input	arst_n,
	   input [7:0]	blue,
	   input [7:0]	red,
	   input [7:0]	green,
	   output	vga_blank_n,
	   output [7:0]	vga_b,
	   output [7:0]	vga_g,
	   output [7:0]	vga_r,
	   output reg	vga_clk,
	   output	vga_sync_n,
	   output reg	vga_hs,
	   output reg	vga_vs);
   parameter		x_active_video_length = 10'd640;
   parameter		x_front_porch = 5'd16;
   parameter		x_sync_pulse = 7'd96;
   parameter		x_back_porch = 6'd48;
   parameter		x_whole_line = 10'd800;
   parameter		y_active_video_height = 10'd480;
   parameter		y_front_porch = 4'd10;
   parameter		y_sync_pulse = 2'd2;
   parameter		y_back_porch = 6'd33;
   parameter		y_whole_frame = 10'd525;
   reg			vga_clk_gen;
   reg [9:0]		x_counter;
   reg [9:0]		y_counter;
   always@(posedge clk, negedge arst_n) begin : clock_gen_block
      if (arst_n == 1'b0)
	vga_clk_gen <= 1'b0;
      else begin
	 vga_clk_gen <= ~vga_clk_gen;
	 if(vga_clk_gen == 1'b1)
	   vga_clk <= 1'b1;
	 else
	   vga_clk <= 1'b0;
      end  
   end
   always@(posedge vga_clk, negedge arst_n) begin : vga_signal_block
      if (arst_n == 1'b0) begin  
	 x_counter <= 10'b0;
	 y_counter <= 10'b0;
	 vga_hs <= 1'b1;
	 vga_vs <= 1'b1;
      end
      else begin  
	 if(x_counter == x_whole_line - 1'b1) begin  
	    x_counter <= 10'd0;
	    y_counter <= (y_counter == y_whole_frame - 1'b1) ? 10'd0 : y_counter + 1'b1;
	    if((y_counter == (y_whole_frame - y_back_porch - y_sync_pulse - 1'b1))) begin
	       vga_vs <= 1'b0;
	    end
	    else if(y_counter == y_whole_frame - y_back_porch - 1'b1) begin
	       vga_vs <= 1'b1;
	    end
	    else
	      vga_vs <= vga_vs;
	 end
	 else begin   
	    x_counter <= x_counter + 1'b1;
	    if(x_counter == x_whole_line - x_back_porch - 1'b1)   
	      vga_hs <= 1'b1;
	    else if(x_counter == x_whole_line - x_back_porch - x_sync_pulse - 1'b1)   
	      vga_hs <= 1'b0;
	    else
	      vga_hs <= vga_hs;
	 end
      end
   end
   assign {vga_r, vga_g, vga_b} = (x_counter >= x_active_video_length || y_counter >= y_active_video_height) ? {8'b0, 8'b0, 8'b0} : {red, green, blue};
   assign vga_blank_n = 1'b1;
   assign vga_sync_n = 1'b1;
endmodule  
```
`design/flow/run.sh`:
```
#!/bin/bash
# OpenROAD 26Q1-2900-gdf79404cd8, Yosys 0.63+post, stock flow scripts
make -C /OpenROAD-flow-scripts/flow DESIGN_CONFIG=/design/flow/config.mk WORK_HOME=/design/flow/orfs finish
```
`design/flow/config.mk`:
```
export PLATFORM = sky130hd
export DESIGN_NAME = vga
export DESIGN_NICKNAME = vga
export VERILOG_FILES = /design/flow/design.v
export SDC_FILE = /design/flow/constraint.sdc
export NUM_CORES = 4
export LEC_CHECK = 1
export CORE_AREA = 10 10 94 94
export DIE_AREA = 0 0 104 104
```
`design/flow/constraint.sdc`:
```
current_design vga

set clk_period 1.0
set clk_io_pct 0.2

create_clock -name clk0 -period $clk_period [get_ports {clk}]

set non_clock_inputs [all_inputs -no_clocks]
set_input_delay [expr $clk_period * $clk_io_pct] -clock clk0 $non_clock_inputs
set_output_delay [expr $clk_period * $clk_io_pct] -clock clk0 [all_outputs]
```
==> results.json <==
{
  "pwr_density_cell_mw_per_mm2": 323,
  "cp.arrival_ps": 730,
  "grt_overflow_total": 0,
  "route.detailed.drc": 0,
  "avgSynthCellArea_sq_um": 9.68,
  "cp-end-kind": "output pin",
  "unclocked_pins": 22,
  "wl_microns": 3560,
  "ys_cells": 146,
  "combGateArea_sq_um": 746,
  "drv_cap": 0,
  "routedWlPerCell_microns": 12.0,
  "fp_util": 0.207,
  "r2r_cells": 0,
  "fin_area_sq_mm": 0.00196,
  "setup_violations": 0,
  "warnings": 29,
  "start_kind": "primary input",
  "ant_nets": 0,
  "drive_gt1_frac": 0.184,
  "holdWs_ps": 408,
  "antenna_found_initial": 0,
  "final_util": 0.287,
  "grt_pass1_wl_microns": 5980,
  "ys_area_sq_mm": 0.00141,
  "cts_buffers": 3,
  "top_layer": "met4",
  "grt_setup_unrepaired": "false",
  "place.gp.congestion": 0.813,
  "status": "completed",
  "r2r-end": "vga_clk$_DFFE_PP_",
  "dieArea_sq_mm": 0.0108,
  "max-vdd-ir-drop_mv": 0.978,
  "skew_ps": 4.91,
  "port_buffers": 52,
  "root_buffer": "clkbuf_8",
  "synthArstFlopShare": 0.958,
  "critPathMaxFanout": 1,
  "viasPerCell": 4.09,
  "rows": 30,
  "leakagePower_nw": 0.905,
  "dp.cells": 292,
  "grtUsageTotal": 0.0634,
  "hp-class": "primary input to async pin",
  "critical_path_class": "primary input to output pin",
  "ys_warn_count": 1,
  "wl_met3_microns": 100,
  "coreArea_sq_mm": 0.00683,
  "synth-seq-cells": 24,
  "r2r_start": "vga_clk_gen$_DFF_PN0_",
  "wl_met2_microns": 1730,
  "min_period_over_period": 0.927,
  "htree_num_levels": 1,
  "syn_area_sq_mm": 0.00141,
  "area_growth_pct": 38.5,
  "path_clk_slew_ps": 30,
  "synthFlopType": "dfrtp_1",
  "drtPass1Iterations": 4,
  "fmax_mhz": 1080,
  "flop_area_sq_um": 608,
  "hold_viol_final": 0,
  "edf_count": 1,
  "synthDistinctLibCells": 36,
  "die_w_microns": 104,
  "grt_max_degree": 25,
  "grt_pass1_vias": 1121,
  "finalMaxSlewViolations": 0,
  "fin_crit_ps": 927,
  "finalNonFillerCells": 297,
  "tritoncts": "yes",
  "drt_iter0_markers": 40,
  "placed_area_sq_mm": 0.00205,
  "ios": 55,
  "ys_seq_share": 0.430,
  "worstSkewPairLatency_ps": 210,
  "wl_met1_microns": 1710,
  "synthCells": 146,
  "hpwlAfterDp_microns": 2760,
  "nFillCells": 781,
  "r2r_slack_ps": 380,
  "untimed_endpoints": 24,
  "die_y_microns": 104,
  "vias": 1216,
  "required_ps": 800,
  "antenna_cells": 0,
  "clock_path_buffers": 2
}
## critical path, cell delays in order
cell and delay, ps:
dlygate4sd2_1 230, and2_1 130, clkdlybuf4s15_1 170
## cell usage after synthesis, drive strengths merged, types with 2 or more instances
| cell type | n | area [sq um] |
|---|---|---|
| nor2 | 11 | 41.3 |
| a31oi | 2 | 12.5 |
| buf | 3 | 22.5 |
| nand4 | 5 | 46.3 |
| and2 | 25 | 156 |
| ha | 5 | 62.6 |
| nor4b | 2 | 17.5 |
| and3 | 4 | 25.0 |
| o21ai | 6 | 30.0 |
| clkbuf | 4 | 15.0 |
| a21oi | 5 | 25.0 |
| nand2 | 4 | 15.0 |
| dfrtp | 21 | 526 |
| nor4 | 2 | 27.5 |
| dfstp | 2 | 52.6 |
| xnor2 | 6 | 52.6 |
| nand3 | 11 | 60.1 |
| and4 | 3 | 26.3 |
| inv | 7 | 26.3 |
| xor2 | 5 | 43.8 |
## cells in the final DEF, fill, tap and decap left out, types with 4 or more instances in the layout
cell / count
dlygate4sd2_1: 24
o21ai_0: 6
a21oi_1: 5
xor2_1: 5
buf_4: 5
buf_2: 22
nor2_1: 11
xnor2_1: 6
ha_1: 5
inv_1: 7
dfrtp_1: 21
and3_1: 4
nand3_1: 10
and2_1: 25
nand4_1: 4
nand2_1: 4
## per-stage QoR
stage	power, mW	worst slack [ps]	TNS (ps)
after floorplan	0.159	253	0
after global routing	0.680	40.3	0
final	0.633	72.9	0
after detailed placement	0.383	-444	-10240
after global placement	0.382	-439	-10170
after CTS	0.648	3.60	0
## timing repair
action                                  CTS  global route
hold buffers                              0             0
buffers inserted                          1             0
endpoints found under the setup margin   25             3
resized                                  95             3
## report_power, final
part	switching (mW)	internal [mW]
Combinational	0.0576	0.114
Clock	0.0658	0.270
Sequential	0.000756	0.124
Total	0.124	0.508
## metal layers
layer	global-route usage	vias up
li1	-	612
met1	0.0914	577
met2	0.105	25
met3	0.00627	2
met4	0.00497	0
met5	0	-
## cell type report
class | count | area share
well taps | 96 | 0.0613
clock buffers | 4 | 0.0230
multi-input cells | 109 | 0.381
inverters | 7 | 0.0134
repair buffers | 57 | 0.211
flip-flops and latches | 24 | 0.311
## worst max path at each step
stage | from | to | slack [ps] | cells past startpoint
finish | blue[6] | vga_b[6] | 70 | 3
global route | red[6] | vga_r[6] | 40 | 3
CTS | blue[6] | vga_b[6] | 4 | 3
## state kept, by name, summed over array words and instances, names as in the netlist
register / flops
x_counter: 10
vga_hs: 1
vga_clk_gen: 1
vga_vs: 1
vga_clk: 1
y_counter: 10
## cells by family (layout without fill, tap and decap cells)
logic type	Yosys count	count (layout)	share of synthesized area
flops	24	24	0.430
simple gates	72	72	0.325
compound gates	18	18	0.0770
xor+xnor	11	11	0.0681
fa+ha+maj	5	5	0.0442
mux	1	1	0.00796
other cells	1	2	0.00265
buf+inv	14	68	0.0451
No activity file was given, so power comes from the tool's default toggle rates.
