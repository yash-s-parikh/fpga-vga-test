[/design/flow/run.sh]
#!/bin/bash
# OpenROAD 26Q1-2900-gdf79404cd8, Yosys 0.63+post, stock flow scripts
make -C /OpenROAD-flow-scripts/flow DESIGN_CONFIG=/design/flow/config.mk WORK_HOME=/design/flow/orfs finish
[/design/flow/config.mk]
export PLATFORM = sky130hd
export DESIGN_NAME = image3
export DESIGN_NICKNAME = image3
export VERILOG_FILES = /design/flow/design.v
export SDC_FILE = /design/flow/constraint.sdc
export NUM_CORES = 4
export LEC_CHECK = 1
export CORE_UTILIZATION = 40
[/design/flow/constraint.sdc]
current_design image3

set clk_period 3.7
set clk_io_pct 0.2

create_clock -name clk0 -period $clk_period [get_ports {vga_clk}]

set non_clock_inputs [all_inputs -no_clocks]
set_input_delay [expr $clk_period * $clk_io_pct] -clock clk0 $non_clock_inputs
set_output_delay [expr $clk_period * $clk_io_pct] -clock clk0 [all_outputs]
[/design/flow/design.v]
module image(input vga_clk, input arst_n, output reg [7:0] red, output reg [7:0] green, output reg [7:0] blue);
   reg [19:0] row_counter;
   reg [1:0]  rgb_state;
   reg [19:0] current_pixel;
   always@(posedge vga_clk, negedge arst_n) begin
      if (arst_n == 1'b0) begin
	 row_counter <= 'b0;
	 rgb_state <= 2'b00;
	 current_pixel <= 'b0;
      end
      else begin
	 if(current_pixel >= 20'd420000) begin
	    current_pixel <= 20'b0;
	 end
	 else begin
	    current_pixel <= current_pixel + 1'b1;
	    if(current_pixel >= 20'd384000) begin
	       rgb_state <= rgb_state;
	       current_pixel <= current_pixel + 1'b1;
	    end
	    else begin
	       if(row_counter >= 19'd128000) begin
		  row_counter <= 'b0;
		  case(rgb_state)
		    2'b00: begin
		       rgb_state <= 2'b01;
		    end
		    2'b01: begin
		       rgb_state <= 2'b10;
		    end
		    2'b10: begin
		       rgb_state <= 2'b00;
		    end
		    default: begin
		       rgb_state <= 2'bxx;
		    end
		  endcase  
	       end
	       else begin
		  row_counter <= row_counter + 1'b1;
	       end
	    end  
	 end
      end  
   end  
   always@(*) begin
      case(rgb_state)
	2'b00: begin
	   red = 8'hFF;
	   green = 8'h00;
	   blue = 8'h00;
	end
	2'b01: begin
	   red = 8'h00;
	   green = 8'hFF;
	   blue = 8'h00;
	end
	2'b10: begin
	   red = 8'h00;
	   green = 8'h00;
	   blue = 8'hFF;
	end
	default: begin
	   red = 8'bx;
	   green = 8'bx;
	   blue = 8'bx;
	end
      endcase  
   end  
endmodule
module image2(input vga_clk, input arst_n, output reg [7:0] red, output reg [7:0] green, output reg [7:0] blue);
   reg [19:0] current_pixel;
   reg	      is_different;
   always@(posedge vga_clk, negedge arst_n) begin
      if (arst_n == 1'b0) begin
	 is_different <= 1'b0;
	 current_pixel <= 20'b0;
      end
      else begin
	 if(current_pixel >= 20'd420000 - 1'b1) begin
	    current_pixel <= 20'b0;
	 end
	 else begin
	    current_pixel <= current_pixel + 1'b1;
	    if(current_pixel >= 20'd384000 - 1'b1) begin
	       red <= 8'b0;
	       green <= 8'b0;
	       blue <= 8'b0;
	    end
	    else begin
	       if(current_pixel >= 20'd192000 - 1'b1 && current_pixel <= 20'd192800 - 1'b1) begin
		  red <= 8'hFF;
		  green <= 8'h00;
		  blue <= 8'hff;
	       end
	       else begin
		  red <= 8'hFF;
		  green <= 8'hC0;
		  blue <= 8'hCB;
	       end
	    end  
	 end  
      end  
   end  
endmodule
module image3(input vga_clk, input arst_n, output [7:0] red, output [7:0] green, output [7:0] blue);
   reg [7:0] gradient;
   reg [19:0] current_pixel;
   reg [2:0]  count5;
   always@(posedge vga_clk, negedge arst_n) begin
      if(arst_n == 1'b0) begin
	 gradient <= 'b0;
	 current_pixel <= 'b0;
      end
      else begin
	 if(current_pixel >= 20'd420000 - 1'b1) begin
	    current_pixel <= 20'b0;
	 end
	 else begin
	    current_pixel <= current_pixel + 1'b1;
	 end
	 if(count5 == 3'd5) begin
	    count5 <= 3'd0;
	    gradient <= gradient + 2'd2;
	 end
	 else begin
	    count5 <= count5 + 1'b1;
	 end
      end
   end
   assign red = current_pixel >= 30'd384000 - 1'b1 ? 8'b0 : gradient;
   assign blue = current_pixel >= 30'd384000 - 1'b1 ? 8'b0 : gradient + 8'd85;
   assign green = current_pixel >= 30'd384000 - 1'b1 ? 8'b0 : gradient + 8'd170;
endmodule  
==> results.json <==
{
  "netlist_instances": 198,
  "cp.required_ps": 2960,
  "aoi_share_pct": 7.407,
  "switchingPower_w": 0.0003049,
  "crit_path_top_delay_cell": "o311a_4",
  "vias_per_cell": 4.974,
  "intPower_w": 0.0007270,
  "crit_type": "reg -> out",
  "tritoncts": "yes",
  "ys_sh_mux_pct": 1.166,
  "finalSetupViolCount": 0,
  "worstPathMaxFanout": 15,
  "ctsHoldBuffers": 0,
  "place_congestion": 0.8380,
  "die_height_um": 69.53,
  "vias": 1348,
  "drt_iter0_drc": 55,
  "yosysTopAreaCell": "dfrtp_1",
  "ys_warn_count": 1,
  "swShare_pct": 29.55,
  "postCtsSetupBuffers": 0,
  "yosys.area_share.xor_xnor_pct": 13.92,
  "period_used_pct": 91.13,
  "synth_top_area_share_pct": 37.04,
  "power_frac_comb_pct": 30.3,
  "finalWorstSetupSlack_ps": 328.2,
  "cp-end-kind": "primary output",
  "final_core_utilization_pct": 49.45,
  "clkSinkCount": 30,
  "worstPathCellList": "ha_1, nand4_4, o311a_4, o21ai_4, inv_4, and2_1, clkdlybuf4s50_1",
  "synth_flops": 30,
  "warnings": 27,
  "cp_data_arrival_time_ps": 2630,
  "io_buffers": 23,
  "clock-root-buffer": "clkbuf_8",
  "synth-async-reset-ratio_pct": 90.00,
  "ant_nets": 0,
  "total_power_w": 0.001032,
  "ys_seq_share_pct": 41.98,
  "ys_sh_adder_pct": 4.115,
  "synth-edff-count": 3,
  "antenna_cells": 0,
  "cts_buffers": 5,
  "die_area_um2": 4834,
  "start_kind": "register",
  "logic_family": "simple AND/OR/NAND/NOR gates",
  "simple_gate_area_share_pct": 25.45,
  "num_rows": 24,
  "grtUsageMet2_pct": 24.38,
  "max_stage_delay_ps": 430,
  "rsz0062_at_grt": "no",
  "first_pass_iters": 4,
  "clkTransAtPathRegs_ps": 60,
  "slew_violations": 0,
  "top_cell": "nor2_1",
  "leakage_nw": 0.8704,
  "io_pins": 26,
  "routed_wl_mm": 3.259,
  "synth.distinct_cells": 38,
  "wl_per_cell_um": 12.03,
  "hp-class": "reg -> reg",
  "maxCapViolations": 0,
  "grt.busiest_layer": "met2",
  "synth_top_flop_cell": "dfrtp_1",
  "power.density_nw_per_um2": 479.2,
  "grt_max_degree": 31,
  "peakVddDrop_uv": 313.4,
  "dpl_worst_slack_ps": 617.5,
  "status": "finished, final reports clean",
  "tns_ps": 0,
  "use_met1_pct": 22.30,
  "area_delta_synth_final_pct": 18.04,
  "grt_pass1_vias": 1288,
  "clock_latency_ps": 280,
  "htree_levels": 2,
  "layout_min_cycle_time_ps": 3372,
  "grt_overflow_total": 0,
  "fp_util_pct": 41.90,
  "ctsResizeCount": 0,
  "top_cells_by_area": "dfrtp_1 37%, xnor2_1 11%, nor2_1 8.2%",
  "grt_pass1_wl_mm": 5.809,
  "cts_max_path_buffers": 2,
  "antenna_found_initial": 0,
  "met3_usage_pct": 3.097,
  "p_seq_share_pct": 43.8,
  "avgSynthCellArea_um2": 9.213,
  "fin_skew_ps": 6.715,
  "die_w_um": 69.53,
  "finalHoldViolations": 0,
  "ys_area_um2": 1824,
  "place_hpwl_mm": 2.292,
  "grt_usage_pct": 15.10,
  "ys_cells": 198,
  "core_um2": 4354,
  "layout-drive-gt1-share_pct": 7.306,
  "clkPwrFrac_pct": 25.9,
  "common_cells": "40 x nor2_1, 27 x dfrtp_1, 22 x xnor2_1",
  "fmax_mhz": 296.6,
  "drc_errors": 0,
  "netlist_area_um2": 1824
}
## final timing paths
path,from,to,cells after the start,slack (ps)
max,current_pixel[0]$_DFF_PN0_,blue[1],7,330
min,current_pixel[0]$_DFF_PN0_,current_pixel[0]$_DFF_PN0_,1,510
max reg2reg,current_pixel[2]$_DFF_PN0_,current_pixel[17]$_DFF_PN0_,4,2020
min reg2reg,current_pixel[0]$_DFF_PN0_,current_pixel[0]$_DFF_PN0_,1,510
max in group asynchronous,arst_n,current_pixel[3]$_DFF_PN0_,2,2580
min in group asynchronous,arst_n,current_pixel[17]$_DFF_PN0_,2,840
## state kept, by name, summed over array words and instances, names as in the netlist
name and cells:
count5 3, current_pixel 20, gradient 7
## per-stage QoR
step	instance area (um^2)	std cells	hold WS, ps
3_5_place_dp	2062	263	509.0
2_1_floorplan	1832	200	444.4
3_3_place_gp	2062	263	491.1
5_1_grt	2153	271	543.7
6_report	2153	271	510.8
4_1_cts	2153	271	516.3
## power by group through the flow
| stage | clock (W) | combinational (W) | sequential, W |
|---|---|---|---|
| 4_1_cts | 0.000276 | 0.000320 | 0.000454 |
| 5_1_grt | 0.000290 | 0.000358 | 0.000463 |
| 6_report | 0.000267 | 0.000313 | 0.000452 |
## cell families (layout without fill, tap and decap cells)
kind of cell / Yosys count / after routing
other cells: 1 / 3
buf+inv: 21 / 40
simple gates: 91 / 91
mux: 2 / 2
fa+ha+maj: 6 / 6
xor+xnor: 29 / 29
compound gates: 18 / 18
flops: 30 / 30
## cell type report
type	count	area, um^2
clock buffer	7	86.33
clock inverter	1	5.005
fill	403	2201
inverter	8	32.53
multi-input combinational	149	960.9
sequential	30	765.7
tap	52	65.06
timing repair buffer	24	237.7
## worst max-delay path, delay by kind of cell (launching register included)
family          cells  cell delay (ps)
compound gates      2              800
fa+ha+maj           1              300
buf+inv             2              470
flops               1              400
simple gates        2              380
## placed cells by master, fill, tap and decap left out, types with 2 or more instances in the layout
cell type,count
a21oi_1,6
and2_1,6
clkbuf_8,6
clkdlybuf4s50_1,23
conb_1,3
dfrtp_1,27
edfxtp_1,3
ha_1,6
inv_1,7
nand2_1,10
nand3_1,12
nand4_1,4
nand4_4,2
nor2_1,40
nor3_1,6
nor4_1,5
o21ai_0,4
xnor2_1,22
xor2_1,7
## per-layer routing
metal | wire length, um | part of all wire, %
met5 | 0 | 0
met4 | 53 | 1.6
met3 | 155 | 4.8
met2 | 1448 | 44
met1 | 1601 | 49
No activity file was given, so power comes from the tool's default toggle rates.
